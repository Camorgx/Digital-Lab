<file path="design.v">
`timescale 1ns / 1ps
module counter_32 (
    input clk, rst,
    output reg [31 : 0] out
);
    always @ (posedge clk or negedge rst) begin
        if (~rst) out <= 0;
        else begin
            out <= out + 1; 
        end
    end
endmodule
`timescale 1ns / 1ps
module three_32(
    input clk, rst,
    output wire [7 : 0] led
);
    wire [23 : 0] tmp;
    counter_32 cnt(.clk(clk), .rst(rst), .out({led, tmp}));
endmodule
</file>
<file path="run.sh">
#!/bin/bash
# OpenROAD 26Q1-2900-gdf79404cd8, Yosys 0.63+post, stock flow scripts
make -C /OpenROAD-flow-scripts/flow DESIGN_CONFIG=/design/flow/config.mk WORK_HOME=/design/flow/orfs finish
</file>
<file path="config.mk">
export PLATFORM = sky130hd
export DESIGN_NAME = three_32
export DESIGN_NICKNAME = three_32
export VERILOG_FILES = /design/flow/design.v
export SDC_FILE = /design/flow/constraint.sdc
export NUM_CORES = 4
export LEC_CHECK = 1
export CORE_UTILIZATION = 30
</file>
<file path="constraint.sdc">
current_design three_32

set clk_period 7.3
set clk_io_pct 0.2

create_clock -name clk0 -period $clk_period [get_ports {clk}]

set non_clock_inputs [all_inputs -no_clocks]
set_input_delay [expr $clk_period * $clk_io_pct] -clock clk0 $non_clock_inputs
set_output_delay [expr $clk_period * $clk_io_pct] -clock clk0 [all_outputs]
</file>
==> out/metrics.yaml <==
worstMarginPinSlew_ps: 548.5
setup_ws_ps: 4667
wl_um: 2428
post_cts_resized: 0
dp_slack_ps: 4974
p_int_mw: 0.2532
numCtsBuffers: 5
vias_per_cell: 4.707
tool_warnings: 25
cts.sinks: 32
flop_area_um2: 800.8
antenna_found_initial: 0
cts_setup_buffers: 0
maxSlewViolCount: 0
synth_chip_area_mm2: 0.001530
portBuffers: 9
grt_max_degree: 33
clk_pin_slew_ps: 60
n_antenna_cell: 0
synth_flop_count: 32
compound_area_frac: 0
cts-root-buf: "clkbuf_8"
setup_viol: 0
cp.arrival_ps: 1170
avgSynthCellArea_um2: 11.51
routedWlPerCell_um: 11.67
hold_ws_ps: 468.5
cts-htree-levels: 2
outcome: "finished clean"
min_to: "cnt.out[15]"
drtIter0Drc: 52
cts_buffer_depth: 2
drive_above_1_share: 0.1135
seq_area_frac_synth: 0.5233
ys_sh_xor: 0.1717
crit_fanout: 5
dieArea_mm2: 0.005391
largest_register_ffs: 32
fmax_mhz: 379.8
combPwrFrac: 0.013
row_count: 25
cts_tree: "yes"
r2r_setup_slack_ps: 5490
grt_pass1_wl_um: 4353
hold_viol: 0
syn_to_final_growth_pct: 13.16
timing.reg2reg.worst_path_depth: 5
die_y_um: 73.42
worst_path_max_delay_cell: "clkdlybuf4s50_1"
yosysCellCount: 133
die_x_um: 73.42
reg2reg_from: "cnt.out[0]"
gp_congestion: 0.7711
critPathMaxStageDelay_ps: 480
path_buffers: 1
p_total_mw: 0.3180
adder_share: 0.008177
post-route-min-period_ps: 2633
largestRegisters: "cnt.out (32)"
hold_start: "cnt.out[15]"
finalClockPeriodUsage: 0.3607
drtPass1Iterations: 4
grt_use_total: 0.1070
comb_area_um2: 649.4
hpwl_um: 1691
netlist_instances: 133
power.switching_mw: 0.06480
clock_skew_ps: 5.782
worstPathCellList: "clkdlybuf4s50_1"
share_seq_of_total_power: 0.558
top_register: "cnt.out"
hp-class: "flop to flop"
grt_pass1_vias: 953
worstSetupPathType: "flop to primary output"
clkPwrFrac: 0.430
core_mm2: 0.004817
drc_errors: 0
mux_area_frac: 0
fp_util: 0.3177
relSlewSlack: 0.6324
synth-warning-count: 1
logic_family: "simple AND/OR/NAND/NOR gates"
final.setup.tns_ps: 0
ant_nets: 0
r2r-end: "cnt.out[14]"
end_kind: "primary output"
syn_area_mm2: 0.001530
clock_latency_ps: 280
holdBufCountCts: 0
simple_gate_area_frac: 0.2445
io_pins: 10
drv_cap: 0
via_count: 979
peakVddDrop_mv: 0.05016
rsz0062_at_grt: "false"
whs_path_depth: 1
p_per_area_mw_per_mm2: 183.6
nFillCells: 476
synthDistinctLibCells: 20
critPathTopFamily: "buffers and inverters"
power.leakage_nw: 0.7739
cp.required_ps: 5840
start_kind: "flop"
p_sw_frac: 0.2038
grt_overflow: 0
[cells in the final DEF (no fill, tap or decap), types with 3 or more instances in the layout]
cell and count:
nor4_2 3, nand4_1 14, xnor2_1 19, nand2_1 10, and2_1 5, clkbuf_8 6, xor2_1 11, nand3_1 7
clkdlybuf4s50_1 9, dfrtp_1 32, and3_1 3, nor2_1 3, nor3_1 4, and4_1 5
[cells by family (layout without fill, tap and decap cells)]
logic type | after synthesis | after routing
xor gates and xnor gates | 30 | 30
adders and majority gates | 1 | 1
buffers and inverters | 12 | 20
DFF | 32 | 32
and+or+nand+nor | 58 | 58
[power groups by stage]
| stage | sequential [mW] | combinational (mW) | clock (mW) |
|---|---|---|---|
| after global routing | 0.177 | 0.00492 | 0.148 |
| after CTS | 0.177 | 0.00434 | 0.141 |
| final | 0.177 | 0.00401 | 0.137 |
[area by class of cell]
cell class              instances  share of cell area
clock buffers                   6             0.04769
clock inverters                 2            0.005780
inverters                       2            0.004335
multi-input cells              89              0.3750
flip-flops and latches         32              0.4624
well taps                      67             0.04841
repair buffers                 10             0.05636
[cells in the mapped netlist]
master	number	area share
dfrtp_1	32	0.52
xnor2_1	19	0.11
nand4_1	14	0.057
xor2_1	11	0.063
nand2_1	10	0.025
buf_4	9	0.044
nand3_1	7	0.023
and2_1	5	0.020
and4_1	5	0.029
nor3_1	4	0.013
and3_1	3	0.012
nor2_1	3	0.0074
nor4_2	3	0.025
inv_1	2	0.0049
and4_2	1	0.0065
buf_2	1	0.0033
ha_1	1	0.0082
nand3_2	1	0.0065
nand4_4	1	0.014
nor3_2	1	0.0065
[how the worst max path moves through the flow]
stage	startpoint	end	slack (ps)	depth (start not counted)
finish	cnt.out[24]	led[0]	4670	1
global route	cnt.out[24]	led[0]	4610	1
CTS	cnt.out[24]	led[0]	4660	1
[metrics by stage]
step | std cells | util | area, µm²
global placement | 200 | 0.3403 | 1639
floorplan | 133 | - | 1530
CTS | 208 | 0.3595 | 1732
global route | 208 | 0.3595 | 1732
detailed placement | 200 | 0.3403 | 1639
finish | 208 | 0.3595 | 1732
[layer usage]
| metal | up-vias | GRT usage | wire, µm |
|---|---|---|---|
| li1 | 479 | - | - |
| met1 | 478 | 0.1567 | 1211 |
| met2 | 17 | 0.1553 | 1034 |
| met3 | 5 | 0.04577 | 144 |
| met4 | 0 | 0.01496 | 38 |
| met5 | - | 0 | 0 |
