$ cat /design/flow/constraint.sdc
current_design three

set clk_period 6.6
set clk_io_pct 0.2

create_clock -name clk0 -period $clk_period [get_ports {clk}]

set non_clock_inputs [all_inputs -no_clocks]
set_input_delay [expr $clk_period * $clk_io_pct] -clock clk0 $non_clock_inputs
set_output_delay [expr $clk_period * $clk_io_pct] -clock clk0 [all_outputs]
$ cat /design/flow/run.sh
#!/bin/bash
# OpenROAD 26Q1-2900-gdf79404cd8, Yosys 0.63+post, stock flow scripts
make -C /OpenROAD-flow-scripts/flow DESIGN_CONFIG=/design/flow/config.mk WORK_HOME=/design/flow/orfs finish
$ cat /design/flow/config.mk
export PLATFORM = sky130hd
export DESIGN_NAME = three
export DESIGN_NICKNAME = three
export VERILOG_FILES = /design/flow/design.v
export SDC_FILE = /design/flow/constraint.sdc
export NUM_CORES = 4
export LEC_CHECK = 1
export CORE_AREA = 10 10 94 94
export DIE_AREA = 0 0 104 104
$ cat /design/flow/design.v
`timescale 1ns / 1ps
module counter (
    input clk, rst,
    output reg [29 : 0] out
);
    always @ (posedge clk or negedge rst) begin
        if (~rst) out <= 0;
        else begin
            out <= out + 1; 
        end
    end
endmodule
`timescale 1ns / 1ps
module three(
    input clk, rst,
    output wire [7 : 0] led
);
    wire [21 : 0] tmp;
    counter cnt(.clk(clk), .rst(rst), .out({led, tmp}));
endmodule
==> results.yml <==
# physical design summary
worst_setup_path:
  startpoint_type: "register"
  critical-path-slowest-cell: "clkdlybuf4s50_1"
  timing.rr.start: "cnt.out[0]"
  critPathBufInv: 1
  worst-endpoint-arrival_ns: 1.20
  critical_path_peak_fanout: 4
  crit_path_start: "cnt.out[27]"
  crit_family: "buffers and inverters"
  r2r_end: "cnt.out[28]"
  crit_type: "reg -> out"
  path_cells: "clkdlybuf4s50_1"
  r2r_cells: 5
  end_kind: "primary output"
  worstPathRequired_ns: 5.28
  slowest_delay_ns: 0.52
  rrSetupSlack_ns: 4.81
route:
  first_pass_iters: 4
  vias: 811
  final_antenna_net_count: 0
  totalWireLength_um: 2253
  viasPerCell: 3.621
  post-route-drc-count: 0
  post_drt_wl_per_cell_um: 10.06
  drt-initial-drc-count: 51
  n_antenna_cell: 0
global_routing:
  overflow: 0
  grt_start_max_net_pins: 31
  grt_pass1_vias: 776
  antenna_found_initial: 0
  grt_pass1_wl_um: 3960
  grt_usage_pct: 4.243
hold_path:
  min_path_type: "reg -> reg"
  hold_depth: 1
  hold_path_startpoint: "cnt.out[20]"
  hold_end: "cnt.out[20]"
die:
  core-area_um2: 6832
  die_x_um: 104
  num_io_pins: 10
  rows: 30
  initial_utilization_pct: 20.57
  die_y_um: 104
  chip_area_um2: 10820
yosys:
  synth-main-ff-cell: "dfrtp_1"
  common_cells: "30 x dfrtp_1, 19 x xnor2_1, 10 x nand2_1, 10 x nand3_1, 9 x xor2_1"
  top_cell: "dfrtp_1"
  top_area_cell: "dfrtp_1"
  edf_count: 0
  yosys_area_um2: 1405
  synth_area_um2: 1405
  ys_seq_share_pct: 53.43
  ys_seq_elements: 30
  top_cell_area_share_pct: 53.43
  synth_cells: 118
  ys_async_sr_fraction_pct: 100.0
  area_leaders: "dfrtp_1 53%, xnor2_1 12%, xor2_1 5.6%"
  synth_cell_types: 19
  yosys_warnings: 1
  ys_cells: 118
  syn_avg_cell_area_um2: 11.91
power_and_ir_drop:
  leakagePower_nw: 0.7638
  totalPowerFinal_mw: 0.3408
  power-per-cell-area_nw_per_um2: 205.6
  vdd_drop_max_v: 0.00007622
clock_tree:
  cts.clk_slew.worst_paths_ns: 0.07
  clkSinkCount: 30
  ctsHoldBuffers: 0
  cts_root_buffer: "clkbuf_8"
  cts_made_buffers: 5
  cts_setup_buffers: 0
  clock_latency_ns: 0.28
  h-tree-depth: 2
  cts_resized: 0
  tritoncts: "done"
  clockBufferDepth: 2
cells_and_area:
  largest_register: "cnt.out"
  reg_top3: "cnt.out: 30 flops"
  combGateArea_um2: 583.1
  regArea_um2: 750.7
  largest_reg_flops: 30
  final_layout_size_suffix_gt1_share_pct: 12.50
  fillerInstances: 730
  syn_to_final_growth_pct: 17.99
place:
  place_congestion: 0.7218
  place_hpwl_um: 1503
  io_buffer_count: 9
sta:
  fin_crit_ns: 2.524
  final_hold_viol_count: 0
  setup_viol: 0
  tightest_slew_ns: 0.5371
  rsz0062_at_grt: "false"
  fin_tns_setup_ns: 0
  maxSlewViolCount: 0
  clock.fmax_ghz: 0.3962
  fin_crit_sh_pct: 38.24
  fin_worst_skew_ns: 0.007535
  maxSlewHeadroom_pct: 63.92
flow_run:
  tool_warnings: 25
  maxCapViolCount: 0
outcome:
  status: "finished, final reports clean"
[per-stage QoR]
stage / area, µm² / hold slack, ns / utilization [%] / cells / worst slack [ns]
floorplan: 1405 / 0.4450 / - / 118 / 4.756
global placement: 1563 / 0.4618 / 22.88 / 216 / 4.371
detailed placement: 1563 / 0.4627 / 22.88 / 216 / 4.367
CTS: 1658 / 0.4757 / 24.27 / 224 / 4.047
global route: 1658 / 0.4847 / 24.27 / 224 / 4.015
finish: 1658 / 0.4734 / 24.27 / 224 / 4.076
[layer usage]
| layer | vias to the layer above | part of all wire, % | GRT usage, % |
|---|---|---|---|
| li1 | 409 | - | - |
| met1 | 382 | 49 | 6.101 |
| met2 | 14 | 41 | 5.676 |
| met3 | 6 | 6.0 | 1.692 |
| met4 | 0 | 3.8 | 1.292 |
| met5 | - | 0 | 0 |
[kinds of logic after synthesis]
logic type / after synthesis / share of synthesized area (%)
xor gates and xnor gates: 28 / 17.45
adders and majority gates: 1 / 0.8903
buffers and inverters: 11 / 5.076
DFF: 30 / 53.43
and+or+nand+nor: 48 / 23.15
[how the worst max path moves through the flow]
stage / to / slack [ns] / cells past startpoint
6_report: led[5] / 4.08 / 1
5_1_grt: led[5] / 4.01 / 1
4_1_cts: led[5] / 4.05 / 1
[layout by cell type (no fill, tap or decap), drive strengths merged]
master / instances
nand3: 12
and3: 4
xor2: 9
clkinvlp: 1
nor2: 6
nor4: 4
buf: 1
clkinv: 1
nand4: 8
dfrtp: 30
clkdlybuf4s50: 9
xnor2: 19
ha: 1
nand2: 10
nor3: 3
clkbuf: 6
inv: 3
or2: 1
[report_power, final]
part	internal, mW	switching, mW
registers	0.184	0
logic	0.000903	0.00350
clock network	0.0836	0.0689
total	0.268	0.0724
[area by class of cell]
cell class              instances  area share [%]
clock buffers                   6           4.981
clock inverters                 2          0.7547
inverters                       3          0.6792
multi-input cells              77           35.17
flip-flops and latches         30           45.28
well taps                      96           7.245
repair buffers                 10           5.887
Power is estimated from default activity; no workload was simulated.
