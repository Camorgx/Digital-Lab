**./design.v**
```verilog
`timescale 1ns / 1ps
module four(
    input clk, commit, in,
    output reg[3 : 0] hexplay_data,
    output reg[2 : 0] hexplay_an
);
    reg[3 : 0] recent[3 : 0], ans_cnt = 0;
    reg[13 : 0] cnt = 0;
    reg[2 : 0] flag = 0;
    initial begin
        recent[0] = 0; recent[1] = 0;
        recent[2] = 0; recent[3] = 0;
    end
    always @(posedge clk) begin
        if (cnt == 100000) cnt <= 0;
        else cnt <= cnt + 1;
    end
    always @ (posedge clk) begin
        if (cnt == 0) begin
            flag = flag + 1;
            if (flag == 6) flag = 0;
            if (flag == 0) begin
                hexplay_an <= 0;
                hexplay_data <= recent[0];
            end
            else if (flag == 1) begin
                hexplay_an <= 1;
                hexplay_data <= recent[1];
            end
            else if (flag == 2) begin
                hexplay_an <= 2;
                hexplay_data <= recent[2];
            end
            else if (flag == 3) begin
                hexplay_an <= 3;
                hexplay_data <= recent[3];
            end
            else if (flag == 4) begin
                hexplay_an <= 5;
                hexplay_data <= ans_cnt;
            end
            else begin
                hexplay_an <= 7;
                hexplay_data <= state;
            end
        end
    end
    reg button_r1 = 0, button_r2 = 0;
    always @(posedge clk) button_r1 <= commit;
    always @(posedge clk) button_r2 <= button_r1;
    parameter[2 : 0] S0 = 3'd0, S1 = 3'd1, S2 = 3'd2, 
        S3 = 3'd3, S4 = 3'd4; 
	reg[2 : 0] state = S0, next_state;
    always @(*) begin
        case (state)
            S0: next_state <= in ? S1 : S0;
            S1: next_state <= in ? S2 : S0;
            S2: next_state <= in ? S1 : S3;
            S3: next_state <= in ? S1 : S4;
            default: next_state <= in ? S1 : S0;
        endcase
	end
	always @(posedge clk) begin
        if (button_r1 & (~button_r2)) begin
            recent[3] = recent[2];
            recent[2] = recent[1];
            recent[1] = recent[0];
            recent[0] = in;
            state = next_state;
            ans_cnt = ans_cnt + (state == S4);
        end
    end
endmodule
```
**./run.sh**
```bash
#!/bin/bash
# OpenROAD 26Q1-2900-gdf79404cd8, Yosys 0.63+post, stock flow scripts
make -C /OpenROAD-flow-scripts/flow DESIGN_CONFIG=/design/flow/config.mk WORK_HOME=/design/flow/orfs finish
```
**./config.mk**
```make
export PLATFORM = sky130hd
export DESIGN_NAME = four
export DESIGN_NICKNAME = four
export VERILOG_FILES = /design/flow/design.v
export SDC_FILE = /design/flow/constraint.sdc
export NUM_CORES = 4
export LEC_CHECK = 1
export CORE_UTILIZATION = 30
```
**./constraint.sdc**
```tcl
current_design four

set clk_period 2.4
set clk_io_pct 0.2

create_clock -name clk0 -period $clk_period [get_ports {clk}]

set non_clock_inputs [all_inputs -no_clocks]
set_input_delay [expr $clk_period * $clk_io_pct] -clock clk0 $non_clock_inputs
set_output_delay [expr $clk_period * $clk_io_pct] -clock clk0 [all_outputs]
```
==> results_dict.tcl <==
# metrics dict for downstream scripts
set metrics [dict create \
    outcome "finished clean" \
    grt_pass1_vias 1000 \
    required_ns 2.42 \
    port_buffers 9 \
    drt_drc_violations_left 0 \
    final_core_utilization_pct 37.49 \
    detail_route.vias_per_cell 4.581 \
    fillCellCount 487 \
    enable_flop_cells 21 \
    final_cells 222 \
    synthesis.instances 133 \
    timing_worst_slew_pin_value_ns 0.4232 \
    drt_first_pass_iters 4 \
    yosys_stat_area_sq_mm 0.001625 \
    yosys-mux-area-fraction_pct 2.156 \
    tritoncts "done" \
    routabilityCongestion 0.8835 \
    placement_rows 26 \
    postCtsSetupRepairBufs 0 \
    antenna_found_initial 0 \
    global_route_wire_length_before_repair_microns 4381 \
    yosys.cell_count.top_type "edfxtp_1" \
    dominant_flop_cell "edfxtp_1" \
    clock_insertion_delay_worst_skew_ns 0.29 \
    crit_family "flip-flops" \
    power_leakage_nw 0.7041 \
    total_power_w 0.001238 \
    routed_wire_length_per_instance_microns 11.27 \
    yosys-stat-cells 133 \
    hold_viol 0 \
    min_period_over_period_pct 90.20 \
    wl_microns 2503 \
    fmaxAchievable_ghz 0.4619 \
    slowest_delay_ns 0.47 \
    cts_repair_resize_count 0 \
    pwr_cell_area_mw_per_mm2 638.4 \
    cts_buffers 5 \
    critical_path.cell_chain "inv_1 > ha_1 > and2b_4 > mux2_4 > o221ai_2 > a211oi_2" \
    grt_setup_unrepaired "false" \
    synth.cellmix.adderShare_pct 6.159 \
    core_sq_mm 0.005172 \
    ys.warnings.count 2 \
    crit_slowest_cell "edfxtp_1" \
    maximum_number_of_pins_on_one_net_before_global_route_repair 14 \
    area_growth_pct 19.32 \
    cts_num_sinks 37 \
    cp_arrival_ns 2.19 \
    simple_gate_area_share_pct 16.32 \
    async_reset_ff_share_pct 0 \
    initial_utilization_pct 31.42 \
    clock_root_buffer "clkbuf_8" \
    worst_clock_skew_ns 0.009902 \
    vdd_ir_drop_max_mv 0.3808 \
    crit_path_end_kind "register" \
    floorplan.die.width_microns 75.61 \
    fp.dieArea_sq_mm 0.005716 \
    floorplan.die.height_microns 75.61 \
    placed_cells_incl_taps 214 \
    drt-initial-drc-count 57 \
    critical_path_peak_fanout 7 \
    mappedNetlistArea_sq_mm 0.001625 \
    criticalPathCategory "reg -> reg" \
    hpwl_microns 1757 \
    cts.reportedPaths.clkPinSlew_ns 0.08 \
    grtUsageTotal_pct 10.52 \
    timing.final.setup_violations 0 \
    worst_path_bufs_invs 1 \
    antennaDiodeCount 0 \
    synth_cell_count_leaders "edfxtp_1 (21), dfxtp_1 (16), nand2_1 (12), nor2_1 (12), xnor2_1 (10)" \
    cts.htree.levels 2 \
    synth.cellmix.xorXnorShare_pct 9.084 \
    compound_area_share_pct 6.159 \
    hold_ws_ns 0.3457 \
    log.warning_count 29 \
    syn-mean-instance-area_sq_um 12.22 \
    cts_hold_buffers 0 \
    netlist.top_cell.by_area "edfxtp_1" \
    synth_flop_count 37 \
    finalWorstPathRequiredPeriod_ns 2.165 \
    ctsLongestPathBuffers 2 \
    synth.area.top_cells "edfxtp_1 (39%), dfxtp_1 (20%), ha_1 (6.2%)" \
    top_level_ports 10 \
    start_kind "register" \
    route.vias.total 1017 \
    max_cap_viol_count 0 \
    yosys.stat.seqShare_pct 58.51 \
    postRouteAntennaNets 0 \
    final.setup.tns_ns 0 \
    worst_hold_path_type "reg -> reg" \
    synth.distinct_cells 33 \
    globalRoute.totalOverflow 0 \
    yosys-dominant-comb-family "simple AND/OR/NAND/NOR gates" \
    timing.final.max_slew_violations 0 \
    timing.slew.headroom_pct 71.76 \
    top_area_share_pct 38.80 \
    drive_gt1_share_pct 14.47 \
]
cells by family (layout without fill, tap and decap cells):
| family | Yosys count | after routing |
|---|---|---|
| simple gates | 49 | 49 |
| flops | 37 | 37 |
| xor+xnor | 16 | 16 |
| compound gates | 13 | 13 |
| fa+ha+maj | 8 | 8 |
| buf+inv | 7 | 26 |
| mux | 3 | 3 |
state kept, by name, summed over array words and instances, names as in the netlist:
| name | count |
|---|---|
| hexplay_data | 4 |
| state | 3 |
| cnt | 14 |
| button_r1 | 1 |
| button_r2 | 1 |
| hexplay_an | 3 |
| ans_cnt | 4 |
| recent | 4 |
| flag | 3 |
worst reg2reg max path, cell delays in order (launching register included):
cell      delay, ns
edfxtp_1       0.47
inv_1          0.15
ha_1           0.39
and2b_4        0.30
mux2_4         0.30
o221ai_2       0.20
a211oi_2       0.09
metrics by stage:
stage	worst slack (ns)	cell area (sq um)
final	0.2353	1939
after global routing	0.1419	1939
after CTS	0.2586	1939
after detailed placement	0.2930	1824
after global placement	0.3747	1824
after floorplan	0.08500	1625
routing by layer:
| metal | vias to the layer above | global-route usage (%) | part of all wire, % |
|---|---|---|---|
| met5 | - | 0 | 0 |
| met4 | 0 | 2.058 | 1.1 |
| met3 | 6 | 2.681 | 3.4 |
| met2 | 23 | 16.27 | 46 |
| met1 | 483 | 15.89 | 49 |
| li1 | 505 | - | - |
power breakdown:
group | switching (W) | internal (W)
clock | 0.000223 | 0.000311
sequential | 0.00000644 | 0.000677
combinational | 0.0000111 | 0.0000101
total | 0.000240 | 0.000998
final cells by class:
| type | instances | area [sq um] | share of cell area (%) |
|---|---|---|---|
| well taps | 70 | 87.58 | 4.516 |
| repair buffers | 11 | 105.1 | 5.419 |
| flip-flops and latches | 37 | 950.9 | 49.03 |
| inverters | 7 | 26.28 | 1.355 |
| clock inverters | 3 | 46.29 | 2.387 |
| multi-input cells | 89 | 654.4 | 33.74 |
| clock buffers | 5 | 68.82 | 3.548 |
final timing paths:
check	startpoint	to	slack (ns)	depth (start not counted)
setup / recovery	flag[0]$_DFFE_PN_	hexplay_data[0]$_DFFE_PN_	0.24	6
setup reg to reg	flag[0]$_DFFE_PN_	hexplay_data[0]$_DFFE_PN_	0.24	6
hold reg to reg	button_r1$_DFF_P_	button_r2$_DFF_P_	0.35	0
hold / removal	button_r1$_DFF_P_	button_r2$_DFF_P_	0.35	0
cells in the final DEF (no fill, tap or decap), types with 2 or more instances in the layout:
| cell | n |
|---|---|
| a21oi_1 | 3 |
| and3_1 | 2 |
| buf_4 | 2 |
| clkbuf_8 | 5 |
| clkdlybuf4s50_1 | 9 |
| dfxtp_1 | 16 |
| edfxtp_1 | 21 |
| ha_1 | 8 |
| inv_1 | 6 |
| mux2i_1 | 2 |
| nand2_1 | 12 |
| nand3_1 | 8 |
| nor2_1 | 12 |
| nor3_1 | 2 |
| nor4b_1 | 3 |
| o21ai_0 | 4 |
| xnor2_1 | 10 |
| xor2_1 | 5 |
Power figures rest on the tool's default switching activity, not on a simulated workload.
